`flow/run.sh`:
```
#!/bin/bash
# OpenROAD 26Q1-2900-gdf79404cd8, Yosys 0.63+post, stock flow scripts
make -C /OpenROAD-flow-scripts/flow DESIGN_CONFIG=/design/flow/config.mk WORK_HOME=/design/flow/orfs finish
```
`flow/config.mk`:
```
export PLATFORM = sky130hd
export DESIGN_NAME = top
export DESIGN_NICKNAME = top
export VERILOG_FILES = /design/flow/design.v
export SDC_FILE = /design/flow/constraint.sdc
export NUM_CORES = 4
export LEC_CHECK = 1
export CORE_AREA = 10 10 104 104
export DIE_AREA = 0 0 114 114
```
`flow/constraint.sdc`:
```
current_design top

set clk_period 2.2
set clk_io_pct 0.2

create_clock -name clk0 -period $clk_period [get_ports {sysclk}]

set non_clock_inputs [all_inputs -no_clocks]
set_input_delay [expr $clk_period * $clk_io_pct] -clock clk0 $non_clock_inputs
set_output_delay [expr $clk_period * $clk_io_pct] -clock clk0 [all_outputs]
```
`flow/design.v`:
```
module top(
  input sysclk,
  output [3:0] jc, jd
  );
  integer count = 0;
  integer clkdiv = 0;
  wire [3:0] val;
  always@(posedge sysclk)
    clkdiv = clkdiv + 1;
  always@(posedge clkdiv[3])
    count = count + 1;
  Display7seg dig(val, {jd[2:0],jc});
  assign val = clkdiv[5] ? count[31:28] : count[27:24];
  assign jd[3] = clkdiv[5]; 
endmodule
module Display7seg (
    input  [3:0] bcd,
    output reg [6:0] segs
    );
    always @(bcd)         
      case (bcd)          
        4'b0000 : segs = 7'b0111111;  
        4'b0001 : segs = 7'b0000110;  
        4'b0010 : segs = 7'b1011011;  
        4'b0011 : segs = 7'b1001111;  
        4'b0100 : segs = 7'b1100110;  
        4'b0101 : segs = 7'b1101101;  
        4'b0110 : segs = 7'b1111101;  
        4'b0111 : segs = 7'b0000111;  
        4'b1000 : segs = 7'b1111111;  
        4'b1001 : segs = 7'b1101111;  
        4'b1010 : segs = 7'b1110111;  
        4'b1011 : segs = 7'b1111100;  
        4'b1100 : segs = 7'b0111001;  
        4'b1101 : segs = 7'b1011110;  
        4'b1110 : segs = 7'b1111001;  
        4'b1111 : segs = 7'b1110001;  
      endcase
endmodule
```
==> flow_summary.yaml <==
# flow metrics
status:
  status: "complete, but fails checks"
  violations: "negative setup slack"
yosys:
  yosys_area_sq_mm: 0.001782
  syn_avg_cell_area_sq_um: 10.36
  ys_seq_share_pct: 42.70
  netlist-cell-type-count: 31
  ys.flops: 38
  dominantRegCellSynth: "dfxtp_1"
  syn_area_sq_mm: 0.001782
  ys_async_sr_fraction_pct: 0
  synthCells: 172
  edf_count: 0
  ys_warn_count: 2
  ys_cells: 172
hold_path:
  whs_path_depth: 1
  hp-class: "reg -> reg"
floorplanning:
  fp.dieH_um: 114
  core_util_floorplan_pct: 20.53
  pin_count: 9
  fp.coreArea_sq_mm: 0.008678
  rows: 34
  dieWidth_um: 114
  die-area_sq_mm: 0.01300
flow_run:
  warning_count: 33
  cap_violations: 0
global_routing:
  grt.busiest_layer: "met2"
  met3_usage_pct: 0.4253
  grt_first_pass_wirelength_um: 5375
  grt_max_degree: 34
  antenna_found_initial: 0
  grt_use_total_pct: 4.613
  grt_overflow: 0
  grt_pass1_vias: 1209
  met2_usage_pct: 7.479
  grt_util_met1_pct: 6.684
timing:
  fin_setup_tns_ps: -179.3
  finClkSkew_ps: 0.9910
  unclocked_pins: 32
  fin_crit_ps: 2324
  rsz0062_at_grt: "true"
  max_freq_mhz: 430.2
  untimed_endpoints: 32
  slew_headroom_pct: 49.50
  setup_violations: 5
  tightest_slew_ps: 753.4
  finalCritPeriodShare_pct: 105.7
  hold_viol_final: 0
  setup_slack_ps: -124.3
  maxSlewViolCount: 0
placed_design:
  io_buffers: 8
  gp_congestion: 0.7928
  dpl_cell_area_sq_mm: 0.002038
  dp_hpwl_um: 2055
final_layout:
  drive_above_1_share_pct: 25.25
  final_area_sq_mm: 0.002203
  area_growth_pct: 23.67
  lay_top_count: "dfxtp_1"
  fill_cells: 926
  lay_top_cells: "dfxtp_1, xnor2_1, nand3_1, buf_4, nand4_1"
setup_path:
  cp_top_family: "multiplexers"
  path_depth: 8
  slowest_stage: "mux4_2"
  path_common_cell: "inv_2"
  worstPathCellList: "mux2i_2, buf_4, buf_6, ha_4, inv_2, mux4_2, inv_2, buf_2"
  critPathRequiredTime_ps: 1760
  endpoint_kind: "primary output"
  ff2ff_path_depth: 3
  worstPathMaxFanout: 3
  crit_buf_inv: 5
  path_class: "reg -> out"
  reg2reg_slack_ps: 1310
  cpPeakStageDelay_ps: 470
  cp_data_arrival_time_ps: 1880
  crit_path_start_kind: "flip-flop"
route:
  drc_errors: 0
  n_antenna_cell: 0
  drt_wl_total_um: 2899
  wl_per_cell_um: 9.474
  ant_nets: 0
  vias: 1237
  vias_per_cell: 4.042
  drtIter0Drc: 87
  drt-pass1-iter-count: 4
power_and_ir_drop:
  power_leakage_uw: 0.0007958
  p_total_uw: 272.9
  peakVddDrop_mv: 0.2802
  power.density_mw_per_mm2: 123.9
clocking:
  cts_root_buf: "clkbuf_8"
  cts_tree: "built"
  insertion_delay_ps: 220
  cts_buffers: 3
  ctsHoldBuffers: 0
  htree_levels: 1
  path_clk_slew_ps: 40
  clockBufferDepth: 2
-- state kept, by name, indices dropped and copies added (netlist names) --
signal / cells
clkdiv: 6
count: 32
-- worst register-to-register path: cells and delay by family (launching register included) --
kind                       cells  cell delay (ps)
xor gates and xnor gates       1              130
and+or+nand+nor                1              100
DFF                            1              360
adders and majority gates      1              200
-- what timing repair did --
item | 4_1_cts | 5_1_grt
setup buffers | 6 | 3
pin swaps | 8 | 0
setup endpoints to repair | 7 | 7
resized | 28 | 4
hold endpoints to repair | 0 | 0
-- cells in the mapped netlist (all sizes together) (2+ instances only) --
| cell type | instances | share of area (%) |
|---|---|---|
| and3 | 5 | 1.8 |
| inv | 8 | 1.7 |
| buf | 4 | 1.9 |
| o22a | 2 | 0.98 |
| ha | 9 | 6.3 |
| nor4 | 2 | 1.9 |
| nor2 | 8 | 1.7 |
| mux2i | 6 | 4.1 |
| nand2 | 9 | 1.9 |
| nor3 | 6 | 2.6 |
| nand4 | 12 | 4.9 |
| xnor2 | 27 | 13 |
| mux2 | 2 | 1.3 |
| a21oi | 2 | 0.56 |
| nand3 | 18 | 5.3 |
| xor2 | 7 | 3.4 |
| dfxtp | 38 | 43 |
-- routing by layer --
layer / up-vias / share of wire, %
met2: 6 / 45
met3: 4 / 1.8
met5: - / 0
li1: 650 / -
met1: 577 / 52
met4: 0 / 0.93
-- report_power, final --
part           switching [uW]  internal (uW)  leakage [uW]  total [uW]
clock                    46.1            117     0.0000216         164
sequential                  0            109      0.000306         109
combinational               0              0      0.000468    0.000468
total                    46.1            227      0.000796         273
-- final cells by class --
| class | count | area, sq um | area share, % |
|---|---|---|---|
| clock buffers | 3 | 41.29 | 1.874 |
| inverters | 8 | 30.03 | 1.363 |
| multi-input cells | 122 | 1018 | 46.22 |
| flip-flops and latches | 38 | 762.0 | 34.58 |
| well taps | 108 | 135.1 | 6.133 |
| repair buffers | 27 | 216.5 | 9.824 |
-- metrics by stage --
stage | utilization [%] | cells | hold WS, ps | setup WS (ps)
after global placement | 23.49 | 294 | 399.7 | -220.6
after global routing | 25.39 | 306 | 438.3 | -178.6
after detailed placement | 23.49 | 294 | 401.9 | -229.4
after CTS | 25.01 | 303 | 410.0 | -109.7
final | 25.39 | 306 | 408.2 | -124.3
after floorplan | - | 172 | 383.1 | 47.71
-- final timing paths --
| check | startpoint | endpoint |
|---|---|---|
| min reg2reg | clkdiv[0] | clkdiv[0] |
| max reg2reg | clkdiv[0] | clkdiv[4] |
| max | clkdiv[5] | jc[3] |
| min | clkdiv[0] | clkdiv[0] |
-- cells by family after synthesis --
family          count (synthesis)  synth area share (%)
buf+inv                        12                 3.581
flops                          38                 42.70
xor+xnor                       34                 16.71
mux                             9                 6.601
fa+ha+maj                       9                 6.320
simple gates                   61                 20.58
compound gates                  9                 3.512
Power figures rest on the tool's default switching activity, not on a simulated workload.
